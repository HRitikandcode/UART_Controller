**/design/flow/design.v**
```verilog
module uart_reciever(
    input clk, rst, rx, rdy_clr, clken,
    output reg rdy,
    output reg [7:0] data_out
);
    parameter RX_STATE_START    = 2'b00;
    parameter RX_STATE_DATA     = 2'b01;
    parameter RX_STATE_STOP     = 2'b10;
    reg [1:0] state;
    reg [3:0] sample;
    reg [3:0] index;
    reg [7:0] temp;
    always @(posedge clk) begin
        if (rst) begin
            state    <= RX_STATE_START;
            sample   <= 0;
            index    <= 0;
            rdy      <= 0;
            data_out <= 0;
            temp     <= 0;
        end else begin
            if (rdy_clr) rdy <= 0;
            if (clken) begin
                case (state)
                    RX_STATE_START: begin
                        if (!rx || sample != 0)
                            sample <= sample + 1;
                        if (sample == 7 && rx == 1) begin
                            sample <= 0; 
                        end
                        if (sample == 15) begin
                            state  <= RX_STATE_DATA;
                            sample <= 0;
                            index  <= 0;
                        end
                    end
                    RX_STATE_DATA: begin
                        sample <= sample + 1;
                        if (sample == 7) begin 
                            temp[index] <= rx;
                        end
                        if (sample == 15) begin
                            sample <= 0;
                            if (index == 7)
                                state <= RX_STATE_STOP;
                            else
                                index <= index + 1;
                        end
                    end
                    RX_STATE_STOP: begin
                        sample <= sample + 1;
                        if (sample == 15) begin
                            state    <= RX_STATE_START;
                            data_out <= temp;
                            rdy      <= 1;
                            sample   <= 0;
                        end
                    end
                    default: state <= RX_STATE_START;
                endcase
            end
        end
    end
endmodule
`timescale 1ns/1ps
module baud_rate_genrator(
    input clock,
    input reset,
    output reg enb_tx,
    output reg enb_rx
);
    parameter clk_freq = 100000000; 
    parameter baud_rate = 9600; 
    localparam divisor_tx = clk_freq / baud_rate;
    localparam divisor_rx = clk_freq / (16 * baud_rate);
    reg [15:0] counter_tx; 
    reg [15:0] counter_rx; 
    always @(posedge clock) begin    
        if (reset) begin
            counter_tx <= 0;
            enb_tx     <= 0;
        end else if (counter_tx == divisor_tx - 1) begin
            enb_tx     <= 1;
            counter_tx <= 0;
        end else begin
            counter_tx <= counter_tx + 1'b1;
            enb_tx     <= 0;
        end
    end
    always @(posedge clock) begin          
        if (reset) begin
            counter_rx <= 0;
            enb_rx     <= 0;
        end else if (counter_rx == divisor_rx - 1) begin
            counter_rx <= 0;
            enb_rx     <= 1;
        end else begin
            counter_rx <= counter_rx + 1'b1;
            enb_rx     <= 0;
        end
    end
endmodule
`timescale 1ns / 1ps
module uart_top (
    input clk,
    input rst,
    input wr_en,
    input [7:0] data_in,
    input rdy_clr,
    input rx,           
    output tx,          
    output rdy,
    output busy,
    output [7:0] data_out
);
    wire rx_clk_en; 
    wire tx_clk_en; 
    wire rx_wire = rx; 
    baud_rate_genrator bg (
        .clock(clk),
        .reset(rst),
        .enb_tx(tx_clk_en),
        .enb_rx(rx_clk_en)
    );
    uart_sender us (
        .clk(clk),
        .wr_en(wr_en),
        .enb(tx_clk_en),
        .rst(rst),
        .data_in(data_in),
        .tx(tx),         
        .tx_busy(busy)
    );
    uart_reciever ur (
        .clk(clk),
        .rst(rst),
        .rx(rx_wire),    
        .rdy_clr(rdy_clr),
        .clken(rx_clk_en),
        .rdy(rdy),
        .data_out(data_out)
    );
endmodule
module uart_sender(
    input clk, wr_en, enb, rst,
    input [7:0] data_in,
    output reg tx,
    output tx_busy
);
    parameter STATE_IDLE  = 2'b00;
    parameter STATE_START = 2'b01;
    parameter STATE_DATA  = 2'b10;
    parameter STATE_STOP  = 2'b11;
    reg [7:0] data;
    reg [2:0] bitpos;
    reg [1:0] state;
    always @(posedge clk) begin
        if (rst) begin
            state  <= STATE_IDLE;
            tx     <= 1'b1;      
            data   <= 8'h00;
            bitpos <= 3'h0;
         end else begin
            case (state)
                STATE_IDLE: begin
                    tx <= 1'b1;
                    if (wr_en) begin
                        data   <= data_in;
                        bitpos <= 3'h0;
                        state  <= STATE_START;
                     end
                 end
                STATE_START: begin
                    if (enb) begin
                        tx    <= 1'b0;  
                        state <= STATE_DATA;
                     end
                 end
                STATE_DATA: begin
                    if (enb) begin
                        tx <= data[bitpos];
                        if (bitpos == 3'h7) begin
                            state <= STATE_STOP;
                         end else begin
                            bitpos <= bitpos + 3'h1;
                         end
                     end
                 end
                STATE_STOP: begin
                    if (enb) begin
                        tx    <= 1'b1;  
                        state <= STATE_IDLE;
                     end
                 end
                default: state <= STATE_IDLE;
            endcase
        end
    end
    assign tx_busy = (state != STATE_IDLE);
endmodule
```
**/design/flow/run.sh**
```bash
#!/bin/bash
# OpenROAD 26Q1-2900-gdf79404cd8, Yosys 0.63+post, stock flow scripts
make -C /OpenROAD-flow-scripts/flow DESIGN_CONFIG=/design/flow/config.mk WORK_HOME=/design/flow/orfs finish
```
**/design/flow/config.mk**
```make
export PLATFORM = sky130hd
export DESIGN_NAME = uart_top
export DESIGN_NICKNAME = uart_top
export VERILOG_FILES = /design/flow/design.v
export SDC_FILE = /design/flow/constraint.sdc
export NUM_CORES = 4
export LEC_CHECK = 1
export CORE_UTILIZATION = 30
```
**/design/flow/constraint.sdc**
```tcl
current_design uart_top

set clk_period 2.2
set clk_io_pct 0.2

create_clock -name clk0 -period $clk_period [get_ports {clk}]

set non_clock_inputs [all_inputs -no_clocks]
set_input_delay [expr $clk_period * $clk_io_pct] -clock clk0 $non_clock_inputs
set_output_delay [expr $clk_period * $clk_io_pct] -clock clk0 [all_outputs]
```
==> impl_metrics.tcl <==
# collected from the flow reports
set metrics [dict create \
    run_status "finished clean" \
    yosysChipArea_um2 3670 \
    cp-end-kind "primary output" \
    dieArea_um2 12700 \
    drive_above_1_share_pct 8.39 \
    flop_cell "dfxtp_1" \
    syn_to_final_growth_pct 19.2 \
    grt_setup_unrepaired "false" \
    maxCapViolCount 0 \
    ys_ff 76 \
    warnings 35 \
    crit_required_ns 1.76 \
    yosysUniqueCellTypes 56 \
    routedWlPerCell_um 12.2 \
    final_util_pct 36.6 \
    hold_class "reg2reg" \
    synth.top_cell.area_share_pct 41.5 \
    relSlewSlack_pct 64.2 \
    ios 24 \
    synth_xor_xnor_area_share_pct 6.92 \
    worstPathMaxFanout 14 \
    syn_avg_cell_area_um2 8.93 \
    leakagePower_nw 1.59 \
    vias 2967 \
    h-tree-depth 3 \
    fill_cells 1154 \
    area_leaders "dfxtp_1 41%, nor2_1 5.9%, ha_1 5.8%" \
    synthAoiAreaFrac_pct 9.75 \
    syn-instance-count 411 \
    layout_top_cells "76 x dfxtp_1, 58 x nor2_1, 29 x nand3_1, 28 x nand2_1, 23 x clkdlybuf4s50_1" \
    synth.area.mux_share_pct 5.90 \
    path_class "reg2out" \
    grt.overflow.total 0 \
    cts_resized 0 \
    grt_max_degree 34 \
    reg2reg_depth 6 \
    fp_util_pct 30.7 \
    power.density_nw_per_um2 793 \
    dr.pass1.iters 4 \
    place.port_buffers 23 \
    skew_ns 0.00435 \
    ys_async_sr_fraction_pct 0 \
    ys_cells 411 \
    coreArea_um2 12000 \
    clk_pin_slew_worst_paths_ns 0.05 \
    hpwlAfterDp_um 4970 \
    synth.cell_area_um2 3670 \
    drt_wl_total_um 7190 \
    ys.warnings.count 3 \
    ys_sh_simple_pct 26.3 \
    setup_viol 0 \
    timing.setup.tns_ns 0 \
    ctsRootBufferMaster "clkbuf_16" \
    fin_crit_ns 2.02 \
    yosysTopAreaCell "dfxtp_1" \
    antennaDiodeCount 0 \
    final_hold_viol_count 0 \
    cts_buffer_depth 2 \
    cp.arrival_ns 1.58 \
    hold_depth 2 \
    antenna_found_initial 0 \
    worst_pin_slew_ns 0.536 \
    drtIter0Drc 141 \
    critPathLaunchType "flop" \
    slew_violations 0 \
    cts_tree "built" \
    synth.comb.largest_family "simple AND/OR/NAND/NOR gates" \
    holdBufCountCts 0 \
    fp.dieW_um 113 \
    drc 0 \
    grt_pass1_wl_um 12400 \
    lay_top_count "dfxtp_1" \
    max_freq_mhz 494 \
    edf_count 0 \
    synthAdderAreaFrac_pct 5.80 \
    vdd_ir_drop_max_uv 387 \
    rows 40 \
    grt_pass1_vias 2645 \
    gp_congestion 0.828 \
    cts.sinks 76 \
    ant_nets 0 \
    fp.dieH_um 113 \
    cts-buffers-inserted 9 \
    grt_util_all_layers_pct 11.9 \
    min_period_over_period_pct 91.9 \
    clkLatencyLatePin_ns 0.33 \
    viasPerCell 5.05 \
    cts_setup_buffers 0 \
    yosysSeqAreaShare_pct 41.5 \
]
[critical path, cell delays in order, from the launching register on]
cell and delay (ns):
dfxtp_1 0.38, inv_1 0.09, ha_2 0.28, inv_1 0.07, clkdlybuf4s50_1 0.45
[area by class of cell]
cell class	instances	area [µm²]	share of cell area (%)
tap	147	184	4.20
sequential	76	1520	34.8
inverter	18	67.6	1.54
clock inverter	1	30.0	0.686
multi-input combinational	301	2010	45.9
timing repair buffer	31	290	6.64
clock buffer	14	274	6.26
[power by group]
group	switching, W	internal, W	leakage [nW]
combinational	0.000270	0.000234	0.830
clock	0.000515	0.000965	0.149
sequential	0.0000482	0.00144	0.615
[synthesized netlist by cell type, types with 2 or more instances]
| master | n |
|---|---|
| dfxtp_1 | 76 |
| nor2_1 | 58 |
| nand3_1 | 29 |
| nand2_1 | 28 |
| xnor2_1 | 21 |
| nand4_1 | 20 |
| ha_1 | 17 |
| inv_1 | 17 |
| a21oi_1 | 16 |
| mux2i_1 | 16 |
| nor3_1 | 12 |
| nor4_1 | 11 |
| buf_2 | 9 |
| xor2_1 | 8 |
| clkbuf_1 | 6 |
| nor2b_1 | 6 |
| a32o_1 | 5 |
| and2_1 | 4 |
| and3_1 | 4 |
| a31o_2 | 3 |
| nand2b_1 | 3 |
| a41o_1 | 2 |
| mux4_2 | 2 |
| nor4b_1 | 2 |
| nor4bb_1 | 2 |
| o211ai_1 | 2 |
| o21ai_0 | 2 |
| o21ai_1 | 2 |
[kinds of logic after synthesis]
family                   count (synthesis)
AND-OR/OR-AND                           47
XOR/XNOR                                29
adder cells (fa/ha/maj)                 17
buffers and inverters                   34
flip-flops                              76
multiplexers                            19
AND/OR/NAND/NOR                        189
[per-stage QoR]
stage | hold WS, ns | area [µm²] | cells | worst slack [ns] | power [W]
floorplan | 0.431 | 3670 | 411 | 0.513 | 0.00188
global placement | 0.441 | 4070 | 573 | 0.190 | 0.00199
detailed placement | 0.448 | 4070 | 573 | 0.225 | 0.00201
CTS | 0.455 | 4370 | 588 | 0.0530 | 0.00350
global route | 0.474 | 4370 | 588 | 0.0523 | 0.00365
finish | 0.454 | 4370 | 588 | 0.178 | 0.00347
[state kept, by name, indices dropped and copies added (netlist names)]
| name | count |
|---|---|
| us.bitpos | 3 |
| bg.enb_tx | 1 |
| bg.counter_tx | 16 |
| ur.temp | 8 |
| ur.rdy | 1 |
| ur.sample | 4 |
| bg.counter_rx | 16 |
| ur.data_out | 8 |
| us.tx | 1 |
| bg.enb_rx | 1 |
| us.data | 8 |
| ur.index | 4 |
| us.state | 2 |
| ur.state | 3 |
[layer usage]
metal,wire (µm),global-route usage (%),vias up
met1,3750,18.4,1373
met3,339,2.15,9
met2,2990,17.8,64
met4,112,2.04,0
met5,0,0,-
li1,-,-,1521
[path summary, 6_finish.rpt]
check / from / to / slack [ns]
setup / recovery: us.state[0] / busy / 0.18
hold / removal: us.data[2] / us.data[2] / 0.45
setup reg to reg: us.state[0] / us.state[1] / 0.33
hold reg to reg: us.data[2] / us.data[2] / 0.45
No activity file was given, so power comes from the tool's default toggle rates.
